--- flow/run.sh ---
#!/bin/bash
# OpenROAD 26Q1-2900-gdf79404cd8, Yosys 0.63+post, stock flow scripts
make -C /OpenROAD-flow-scripts/flow DESIGN_CONFIG=/design/flow/config.mk WORK_HOME=/design/flow/orfs finish
--- flow/config.mk ---
export PLATFORM = sky130hd
export DESIGN_NAME = vga
export DESIGN_NICKNAME = vga
export VERILOG_FILES = /design/flow/design.v
export SDC_FILE = /design/flow/constraint.sdc
export NUM_CORES = 4
export LEC_CHECK = 1
export CORE_UTILIZATION = 50
--- flow/constraint.sdc ---
current_design vga

set clk_period 3.9
set clk_io_pct 0.2

create_clock -name clk0 -period $clk_period [get_ports {clk}]

set non_clock_inputs [all_inputs -no_clocks]
set_input_delay [expr $clk_period * $clk_io_pct] -clock clk0 $non_clock_inputs
set_output_delay [expr $clk_period * $clk_io_pct] -clock clk0 [all_outputs]
--- flow/design.v ---
`timescale 1ns / 1ps
module vga(
    input                 clk,            
    input                 rst,            
    output                hs,             
    output                vs,             
    output                de,             
    output reg [7:0]      rgb_r,          
    output reg [7:0]      rgb_g,          
    output reg [7:0]      rgb_b           
);
parameter H_ACTIVE = 16'd1280;            
parameter H_FP = 16'd110;                 
parameter H_SYNC = 16'd40;                
parameter H_BP = 16'd220;                 
parameter V_ACTIVE = 16'd720;             
parameter V_FP  = 16'd5;                  
parameter V_SYNC  = 16'd5;                
parameter V_BP  = 16'd20;                 
parameter HS_POL = 1'b1;                  
parameter VS_POL = 1'b1;                  
parameter H_TOTAL = H_ACTIVE + H_FP + H_SYNC + H_BP;
parameter V_TOTAL = V_ACTIVE + V_FP + V_SYNC + V_BP;
parameter WHITE_R       = 8'hff;
parameter WHITE_G       = 8'hff;
parameter WHITE_B       = 8'hff;
parameter YELLOW_R      = 8'hff;
parameter YELLOW_G      = 8'hff;
parameter YELLOW_B      = 8'h00;
parameter CYAN_R        = 8'h00;
parameter CYAN_G        = 8'hff;
parameter CYAN_B        = 8'hff;
parameter GREEN_R       = 8'h00;
parameter GREEN_G       = 8'hff;
parameter GREEN_B       = 8'h00;
reg[11:0] h_cnt;
reg[11:0] v_cnt;
reg[11:0] h_pos;
reg[11:0] v_pos;
reg hs_reg;
reg vs_reg;
wire h_video_active;
wire v_video_active;
assign h_video_active = (h_cnt > H_FP + H_SYNC + H_BP - 1) ? 1 : 0;
assign v_video_active = (v_cnt > V_FP + V_SYNC + V_BP - 1) ? 1 : 0;
assign de = h_video_active & v_video_active;
assign hs = hs_reg;
assign vs = vs_reg;
always@(posedge clk)
begin
    if(rst)
        h_cnt <= 12'd0;
    else
        h_cnt <= (h_cnt > H_TOTAL - 1) ? 12'b0 : h_cnt + 1;
end
always@(posedge clk)
begin
    if(rst) begin
        v_cnt <= 12'd0;
    end else begin
        if(h_cnt == H_TOTAL - 1)
            v_cnt <= (v_cnt > V_TOTAL - 1) ? 12'b0 : v_cnt + 1;
        else
            v_cnt <= v_cnt;
    end
end
always@(posedge clk)
begin
    if(rst)
        h_pos <= 12'd0;
    else if(h_cnt >= H_FP + H_SYNC + H_BP - 1)
        h_pos <= h_cnt - H_FP - H_SYNC - H_BP + 1;
    else
        h_pos <= 12'd0;
end
always@(posedge clk)
begin
    if(rst)
        v_pos <= 12'd0;
    else if(v_cnt >= V_FP + V_SYNC + V_BP - 1)
        v_pos <= v_cnt - V_FP - V_SYNC - V_BP + 1;
    else
        v_pos <= 12'd0;
end
always@(posedge clk)
begin
    if(rst)
        hs_reg <= ~HS_POL;
    else if(h_cnt < H_FP - 1)
        hs_reg <= ~HS_POL;
    else if(h_cnt < H_FP + H_SYNC - 1)
        hs_reg <= HS_POL;
    else
        hs_reg <= ~HS_POL;
end
always@(posedge clk)
begin
    if(rst)
        vs_reg <= ~VS_POL;
    else if(v_cnt < V_FP - 1)
        vs_reg <= ~VS_POL;
    else if(v_cnt <= V_FP + V_SYNC - 1)
        vs_reg <= VS_POL;
    else
        vs_reg <= ~VS_POL;
end
always@(posedge clk)
begin
    if(de) begin
        if(v_pos <= (V_ACTIVE/2)) begin
            if(h_pos <= (H_ACTIVE/2)) begin
                rgb_r <= WHITE_R;
                rgb_g <= WHITE_G;
                rgb_b <= WHITE_B;
            end else begin
                rgb_r <= YELLOW_R;
                rgb_g <= YELLOW_G;
                rgb_b <= YELLOW_B;
            end
        end else begin
            if(h_pos <= (H_ACTIVE/2)) begin
                rgb_r <= CYAN_R;
                rgb_g <= CYAN_G;
                rgb_b <= CYAN_B;
            end else begin
                rgb_r <= GREEN_R;
                rgb_g <= GREEN_G;
                rgb_b <= GREEN_B;
            end
        end
    end else begin
        rgb_r <= 8'd0;
        rgb_g <= 8'd0;
        rgb_b <= 8'd0;
    end
end
endmodule
==> metrics.cfg <==
[synthesis]
synth-cells-yosys = 320
synthCells = 320
synth-edff-count = 0
synth_top_area_share_pct = 37.4
ys.flops = 53
yosys_area_um2 = 2830
ys_warn_count = 1
syn_area_um2 = 2830
topCellsByArea = dfxtp_1 (37%), buf_4 (7.4%), xnor2_1 (6.2%)
yosysUniqueCellTypes = 62
synth_seq_share_pct = 37.4
flop_cell = dfxtp_1
async_reset_ff_share_pct = 0
syn_avg_cell_area_um2 = 8.86
yosysTopAreaCell = dfxtp_1

[detailed_routing]
wirelength_um = 5480
wl_per_cell_um = 14.2
dr.pass1.iters = 4
drc = 0
via_per_inst = 5.58
num_vias = 2150
n_antenna_cell = 0
ant_nets = 0
first_iter_violations = 155

[sta]
relSlewSlack_pct = 50.5
slew_viol_final = 0
period_used_pct = 89.0
tns_ns = 0
final-hold-violation-count = 0
fmax_ghz = 0.288
final.min_clock_period_ns = 3.47
rsz0062_at_grt = false
worst_pin_slew_ns = 0.739
finClkSkew_ns = 0.00881
finalSetupViolations = 0

[floorplanning]
fp_util_pct = 51.8
die_w_um = 77.3
die.size.y_um = 77.3
ios = 29
die_area_um2 = 5970
rows = 27
core_area_um2 = 5470

[global_routing]
use_met3_pct = 2.66
grt_most_used_layer = met1
met2_usage_pct = 26.2
global_route.overflow_total = 0
grt_usage_pct = 19.8
grt_max_degree = 18
grt_pass1_vias = 1833
antenna_found_initial = 0
grt_use_met1_pct = 35.1
grt_pass1_wl_um = 9280

[finish]
comb_area_um2 = 1440
ff_latch_area_um2 = 1060
design_area_um2 = 3040
drive_gt1_share_pct = 8.95
nFillCells = 479
post-route-util_pct = 55.5
area_delta_synth_final_pct = 7.11

[power_and_ir_drop]
switching_share_pct = 20.9
seq_power_share_pct = 56.6
vdd.ir_drop.worst_mv = 0.129
finalPower_uw = 978
comb_power_share_pct = 4.4
p_leak_uw = 0.00108
p_sw_uw = 205
p_int_uw = 773
clkPwrFrac_pct = 39.0
cellPowerDensity_nw_per_um2 = 322

[clock_tree]
numCtsBuffers = 5
cts_root_buffer = clkbuf_8
clockBufferDepth = 2
cts-resized-gates = 0
cts_tree = built
clk_pin_slew_ns = 0.09
postCtsHoldBufs = 0
cts_sinks = 53
clk_latency_ns = 0.31
htreeDepth = 2
post_cts_buffers = 0

[setup_path]
rrSetupSlack_ns = 1.67
reg2reg_from = h_cnt[0]$_SDFF_PP0_
cp.arrival_ns = 2.69
crit_type = reg -> out
crit_path_end_kind = primary output
cp.required_ns = 3.12
reg2reg_to = v_cnt[3]$_SDFFE_PP0P_
crit_fanout = 10
setup.worst_path.start_class = register
rr_worst_depth = 5

[place]
gp_congestion = 0.883
port_buffers = 28
dp_hpwl_um = 3870
place_area_um2 = 2920

[outcome]
status = finished clean

[run]
drv_cap = 0
log.warning_count = 29

[min_path]
min_to = rgb_r[6]$_SDFF_PN0_
min_delay_path_depth = 2
min_from = v_pos[5]$_SDFF_PP0_
hold_class = reg -> reg

==> synth_stat cells, types with 2 or more instances <==
cell,count
nor4_1,5
buf_2,9
o31ai_1,3
xor2_1,7
a21o_1,4
dfxtp_1,53
o2111ai_1,2
nand3_1,12
buf_6,2
nor3_1,18
a31oi_1,3
ha_1,6
buf_4,28
nand2_1,8
nor2b_1,2
or3_1,2
clkbuf_1,5
nor2_1,35
a2111oi_0,3
a21oi_1,14
o21ai_0,13
a22oi_1,3
and3_1,6
xnor2_1,20
nor3b_1,2
or4_1,3
nand3b_1,2
or4_4,3
inv_1,8
a22oi_2,2
nand3_2,2
and4_1,3
nand4bb_1,3
==> metrics by stage <==
step	hold slack (ns)	instances	setup slack, ns
finish	0.530	385	0.430
global route	0.543	385	0.306
CTS	0.538	385	0.413
detailed placement	0.521	377	0.762
global placement	0.519	377	0.837
floorplan	0.486	320	1.41
==> routing by layer <==
metal / vias to the layer above / share of wire (%)
li1: 1089 / -
met1: 989 / 54
met2: 65 / 39
met3: 7 / 4.8
met4: 0 / 1.4
met5: - / 0
==> cell type report <==
class,instances,share of cell area [%]
sequential,53,35.0
multi-input combinational,214,47.5
clock inverter,1,0.989
tap,72,2.97
clock buffer,7,2.84
timing repair buffer,30,9.73
inverter,8,0.989
==> power groups by stage <==
stage	registers [uW]	clock network [uW]	logic, uW
CTS	553	394	42.7
global route	555	414	47.8
finish	554	381	42.9
==> kinds of logic (layout without fill, tap and decap cells) <==
| family | after synthesis | in the layout | share of synthesized area [%] |
|---|---|---|---|
| flip-flops | 53 | 53 | 37.4 |
| AND/OR/NAND/NOR | 118 | 118 | 24.3 |
| multiplexers | 2 | 2 | 0.751 |
| other | 1 | 1 | 0.132 |
| AND-OR/OR-AND | 60 | 60 | 14.7 |
| adder cells (fa/ha/maj) | 6 | 6 | 2.65 |
| buffers and inverters | 53 | 46 | 11.7 |
| XOR/XNOR | 27 | 27 | 8.34 |
==> worst max path at each step <==
stage	from	endpoint	slack [ns]
finish	h_cnt[0]$_SDFF_PP0_	de	0.43
CTS	h_cnt[0]$_SDFF_PP0_	de	0.41
global route	h_cnt[0]$_SDFF_PP0_	de	0.31
==> worst max-delay path, cell delays in order (launching register included) <==
cell and delay [ns]:
dfxtp_1 0.54, inv_1 0.08, ha_1 0.27, nor3b_1 0.19
or4_1 0.56, a32oi_2 0.24, clkdlybuf4s50_1 0.51
==> cells in the final DEF (no fill, tap or decap), types with 4 or more instances in the layout <==
master / netlist / final
dfxtp_1: 53 / 53
nor2_1: 35 / 35
clkdlybuf4s50_1: 0 / 28
xnor2_1: 20 / 20
nor3_1: 18 / 18
a21oi_1: 14 / 14
o21ai_0: 13 / 13
nand3_1: 12 / 12
inv_1: 8 / 8
nand2_1: 8 / 8
xor2_1: 7 / 7
and3_1: 6 / 6
ha_1: 6 / 6
clkbuf_8: 0 / 6
nor4_1: 5 / 5
a21o_1: 4 / 4
Power and IR drop assume default switching activity.
